## ./config.mk

```make
export PLATFORM = sky130hd
export DESIGN_NAME = i2c_master
export DESIGN_NICKNAME = i2c_master
export VERILOG_FILES = /design/flow/design.v
export SDC_FILE = /design/flow/constraint.sdc
export NUM_CORES = 4
export LEC_CHECK = 1
export CORE_UTILIZATION = 50
```

## ./constraint.sdc

```tcl
current_design i2c_master

set clk_period 4.1
set clk_io_pct 0.2

create_clock -name clk0 -period $clk_period [get_ports {i_clk}]

set non_clock_inputs [all_inputs -no_clocks]
set_input_delay [expr $clk_period * $clk_io_pct] -clock clk0 $non_clock_inputs
set_output_delay [expr $clk_period * $clk_io_pct] -clock clk0 [all_outputs]
```

## ./design.v

```verilog
`default_nettype none
module i2c_master#
    (
        parameter T_CLK = 10
    ) 
    (
    input  wire       i_clk,          
    input  wire       i_rstn,         
    input  wire       i_wr,
    input  wire       i_rd,
    input  wire [6:0] i_slave_addr,    
    input  wire [7:0] i_reg_addr,      
    input  wire [7:0] i_wdata,         
    output reg  [7:0] o_rdata,         
    output reg        o_busy,          
    output reg        o_rdata_valid,   
    output reg        o_nack_slave,    
    output reg        o_nack_addr,     
    output reg        o_nack_data,     
    input  wire       i_scl,
    input  wire       i_sda,
    output reg        o_scl,
    output reg        o_sda   
);
    localparam T_SU_STA = 600/T_CLK;   
    localparam T_HD_STA = 600/T_CLK;   
    localparam T_LOW    = 1300/T_CLK;  
    localparam T_HIGH   = 600/T_CLK;   
    localparam T_HD_DAT = 300/T_CLK;   
    localparam T_SU_DAT = 100/T_CLK;   
    localparam T_SU_STO = 600/T_CLK;   
    localparam TIMER_WIDTH = $clog2(T_LOW);
    reg [TIMER_WIDTH-1:0] timer     = 0;
    reg [TIMER_WIDTH-1:0] nxt_timer = 0;
    localparam STATE_INITIAL    = 0,
               STATE_IDLE       = 1,
               STATE_START      = 2,
               STATE_BIT1       = 3,
               STATE_BIT2       = 4,
               STATE_BIT3       = 5,
               STATE_STOP       = 6,
               STATE_TIMER      = 7; 
    reg [3:0] STATE = STATE_INITIAL;
    reg [3:0] NEXT_STATE;
    reg [3:0] RETURN_STATE;
    reg [3:0] NEXT_RETURN_STATE;
    reg [26:0] sda_txqueue;
    reg [26:0] nxt_sda_txqueue;
    reg [7:0]  read_sr;
    reg [7:0]  nxt_read_sr;
    reg [4:0]  bit_counter;
    reg [4:0]  nxt_bit_counter;
    reg        load_r;
    reg        r_wr;
    reg        r_rd;
    reg [6:0]  r_slave_addr;
    reg [7:0]  r_reg_addr;
    reg [7:0]  r_wdata;
    reg nxt_scl_o;
    reg nxt_sda_o;
    reg [7:0] nxt_rdata;
    reg nxt_busy;
    reg nxt_rdata_valid;
    reg nxt_nack_slave;
    reg nxt_nack_addr;
    reg nxt_nack_data;
    reg wr_cycle;
    reg nxt_wr_cycle;
    reg repeat_start;
    reg nxt_repeat_start;
    reg [3:0] scl_sr = {4{1'b1}};
    reg [3:0] sda_sr = {4{1'b1}};
    reg scl_db = 1;    
    reg sda_db = 1;    
    always@(posedge i_clk or negedge i_rstn) begin
        if(!i_rstn) begin
            scl_sr <= {4{1'b1}};
            sda_sr <= {4{1'b1}};
            scl_db <= 1;
            sda_db <= 1;
        end
        else begin
            scl_sr <= {scl_sr[2:0], i_scl};
            sda_sr <= {sda_sr[2:0], i_sda};
            if(scl_sr == {4{1'b1}}) 
                scl_db <= 1;
            else if (scl_sr == 4'b0)
                scl_db <= 0;
            if(sda_sr == {4{1'b1}}) 
                sda_db <= 1;
            else if (sda_sr == 4'b0)
                sda_db <= 0;
        end
    end
    always@* begin
        nxt_scl_o         = o_scl;           
        nxt_sda_o         = o_sda;           
        load_r            = 0;
        nxt_wr_cycle      = wr_cycle;
        nxt_sda_txqueue   = sda_txqueue;
        nxt_read_sr       = read_sr;
        nxt_bit_counter   = bit_counter;
        nxt_rdata         = o_rdata;
        nxt_busy          = o_busy;
        nxt_rdata_valid   = o_rdata_valid;
        nxt_nack_slave    = o_nack_slave;
        nxt_nack_addr     = o_nack_addr;
        nxt_nack_data     = o_nack_data;
        nxt_timer         = timer;
        NEXT_STATE        = STATE;
        NEXT_RETURN_STATE = RETURN_STATE;
        case(STATE)
            STATE_INITIAL: begin
                nxt_scl_o         = 1;
                nxt_sda_o         = 1;
                nxt_timer         = T_SU_STA;
                NEXT_STATE        = STATE_TIMER;
                NEXT_RETURN_STATE = STATE_IDLE;
            end
            STATE_IDLE: begin
                nxt_scl_o      = 1;
                nxt_sda_o      = 1;
                nxt_busy       = 0;
                nxt_nack_slave = 0;
                nxt_nack_addr  = 0;
                nxt_nack_data  = 0;
                if((i_wr || i_rd) && (!o_busy)) begin
                    nxt_rdata_valid  = (~i_rd);
                    nxt_busy         = 1;
                    load_r           = 1;
                    nxt_wr_cycle     = 1;
                    NEXT_STATE       = STATE_START;
                end
            end
            STATE_START: begin
                nxt_sda_o       = 0;
                nxt_bit_counter = 0;
                if(i_rd) begin
                    if(wr_cycle) 
                        nxt_sda_txqueue = {i_slave_addr,  
                                           1'b0,          
                                           1'b1,          
                                           i_reg_addr,    
                                           1'b1,          
                                           9'b0};         
                    else 
                        nxt_sda_txqueue = {i_slave_addr,  
                                           1'b1,          
                                           1'b1,          
                                           8'hff,         
                                           1'b1,          
                                           9'b0};         
                end
                else begin
                    nxt_sda_txqueue = {i_slave_addr,  
                                       1'b0,          
                                       1'b1,          
                                       i_reg_addr,    
                                       1'b1,          
                                       i_wdata,       
                                       1'b1};         
                end
                nxt_timer         = T_HD_STA;
                NEXT_STATE        = (!sda_db) ? STATE_TIMER : STATE_START;
                NEXT_RETURN_STATE = STATE_BIT1;
            end
            STATE_BIT1: begin
                nxt_scl_o         = 0;
                nxt_timer         = T_HD_DAT;
                NEXT_STATE        = (!scl_db) ? STATE_TIMER : STATE_BIT1;
                NEXT_RETURN_STATE = STATE_BIT2;
            end
            STATE_BIT2: begin
                nxt_sda_o         = sda_txqueue[26]; 
                nxt_sda_txqueue   = {sda_txqueue[25:0], 1'b0}; 
                nxt_timer         = T_LOW;
                NEXT_STATE        = STATE_TIMER;
                NEXT_RETURN_STATE = STATE_BIT3;
            end
            STATE_BIT3: begin
                nxt_scl_o       = 1;
                nxt_timer       = T_HIGH;
                if(scl_db) begin
                    nxt_bit_counter = bit_counter + 1;
                    if(bit_counter == 8) begin
                        nxt_nack_slave = sda_db;
                    end
                    else if ((bit_counter == 17) & wr_cycle) begin
                        nxt_nack_addr = sda_db;
                    end
                    else if(bit_counter == 26) begin
                        nxt_nack_data = sda_db;
                    end
                    if( ((bit_counter == 18) & (r_rd)) || (bit_counter == 27)) begin
                        nxt_timer         = T_SU_STO;
                        NEXT_STATE        = STATE_TIMER;
                        NEXT_RETURN_STATE = STATE_STOP;
                    end
                    else begin
                        if((bit_counter != 17) && (r_rd)) begin
                            nxt_read_sr = {read_sr[6:1], sda_db};
                        end
                        nxt_timer         = T_HIGH;
                        NEXT_STATE        = STATE_TIMER;
                        NEXT_RETURN_STATE = STATE_BIT1;
                    end 
                end
            end
            STATE_STOP: begin
                nxt_sda_o = 1;
                if(sda_db) begin
                    if(r_rd) begin
                        if(wr_cycle) begin
                            if(r_rd) begin
                                nxt_timer = T_SU_STA - T_SU_STO;
                            end
                            else begin
                                nxt_timer = T_SU_STA;
                            end
                            NEXT_RETURN_STATE = STATE_START;
                        end
                        else begin
                            nxt_rdata         = read_sr;
                            nxt_rdata_valid   = 1;
                            nxt_timer         = T_SU_STA;
                            NEXT_RETURN_STATE = STATE_IDLE;
                        end
                        nxt_wr_cycle = 0;
                        NEXT_STATE   = STATE_TIMER;
                    end
                    else begin
                        nxt_rdata_valid   = 0;
                        nxt_timer         = T_SU_STA;
                        NEXT_STATE        = STATE_TIMER;
                        NEXT_RETURN_STATE = STATE_IDLE;
                    end
                end
            end
            STATE_TIMER: begin
                if(timer <= 2) begin
                    NEXT_STATE = RETURN_STATE;
                end
                else begin
                    nxt_timer = (timer == 0) ? 0 : timer-1;
                end
            end
        endcase 
    end
    always@(posedge i_clk or negedge i_rstn) begin
        if(!i_rstn) begin
            o_rdata       <= 8'h0;
            o_busy        <= 0;
            o_rdata_valid <= 0;
            o_nack_slave  <= 0;
            o_nack_addr   <= 0;
            o_nack_data   <= 0;
            o_scl         <= 1;
            o_sda         <= 1;
            sda_txqueue   <= {27{1'b1}};
            read_sr       <= 8'h0;
            bit_counter   <= 5'h0;
            wr_cycle      <= 0;
            repeat_start  <= 0;
            r_wr          <= 0;
            r_rd          <= 0;
            r_slave_addr  <= 0;
            r_reg_addr    <= 0;
            r_wdata       <= 0;
            timer         <= 0;
            STATE         <= STATE_INITIAL;
            RETURN_STATE  <= STATE_IDLE;
        end
        else begin
            o_rdata       <= nxt_rdata;
            o_busy        <= nxt_busy;
            o_rdata_valid <= nxt_rdata_valid;
            o_nack_slave  <= nxt_nack_slave;
            o_nack_addr   <= nxt_nack_addr;
            o_nack_data   <= nxt_nack_data;
            o_scl         <= nxt_scl_o;
            o_sda         <= nxt_sda_o;
            sda_txqueue   <= nxt_sda_txqueue;
            read_sr       <= nxt_read_sr;
            bit_counter   <= nxt_bit_counter;
            wr_cycle      <= nxt_wr_cycle;
            repeat_start  <= nxt_repeat_start;
            timer         <= nxt_timer;
            if(load_r) begin
                r_wr         <= i_wr;
                r_rd         <= i_rd;
                r_slave_addr <= i_slave_addr;
                r_reg_addr   <= i_reg_addr;
                r_wdata      <= i_wdata;
            end
            STATE         <= NEXT_STATE;
            RETURN_STATE  <= NEXT_RETURN_STATE;
        end
    end
endmodule 
```

## ./run.sh

```bash
#!/bin/bash
# OpenROAD 26Q1-2900-gdf79404cd8, Yosys 0.63+post, stock flow scripts
make -C /OpenROAD-flow-scripts/flow DESIGN_CONFIG=/design/flow/config.mk WORK_HOME=/design/flow/orfs finish
```

==> metrics.cfg <==
[synthesis]
ys_cells = 341
synth-main-ff-cell = dfstp_2
synth_simple_gate_area_share_pct = 19.03
synth_seq_share_pct = 50.70
yosys_area_sq_um = 3406
avgSynthCellArea_sq_um = 9.988
ys_seq_elements = 67
ys_warn_count = 1
syn_area_sq_um = 3406
xor_area_share_pct = 0.7715
ys_sh_aoi_pct = 17.71
edf_count = 0
ys_top_logic_family = simple AND/OR/NAND/NOR gates
ys_async_sr_fraction_pct = 100.0
ys_sh_mux_pct = 3.270
adder_share_pct = 2.572
synth_cells = 341
synth_cell_types = 60

[clocking]
max-clock-path-buffers = 2
cts.clk_slew.worst_paths_ps = 70
htree_levels = 3
cts_setup_buffers = 0
hold_buffers = 0
cts_tree = yes
ctsRootBufferMaster = clkbuf_8
cts_resized = 0
insertion_delay_ps = 330
cts_buffers = 9
cts_sinks = 67

[cells_and_area]
drive_above_1_share_pct = 19.00
num-fill-cells = 546
final_common_cell = nor2_1
layout_top_cells = nor2_1 (46), dfstp_2 (40), nand2_1 (35), clkdlybuf4s50_1 (35), dfrtp_1 (27)
area_delta_synth_final_pct = 16.09

[worst_setup_path]
worstSetupStartpointType = register
cp-end-kind = register
arrival_ps = 2680
cp.required_ps = 4320
critPathMaxFanout = 25
critical_path_class = register to register

[sta]
tightest_slew_ps = 762.7
final.setup.worst_slack_ps = 1644
finalCritPeriodShare_pct = 59.89
finalSetupTns_ps = 0
timing.fmax_ghz = 0.4072
slew-limit-headroom_pct = 48.68
hold_viol_final = 0
hold_ws_ps = 366.4
clock_skew_ps = 6.484
slew_violations = 0
setup_viol = 0
finalCriticalPeriod_ps = 2456
rsz0062_at_grt = no

[job]
cap_violations = 0
warnings = 31

[power_and_ir_drop]
p_per_area_nw_per_um2 = 682.0
p_leak_nw = 1.693
p_total_mw = 2.697
peakVddDrop_v = 0.0002976

[place]
post-place-ws_ps = 1697
port-buffer-count = 36
hpwl_um = 4597
place.gp.congestion = 0.9526

[detailed_routing]
detail_route.antenna_diodes = 0
routedWlPerCell_um = 14.85
routed_wl_um = 6772
viasPerCell = 5.675
drc_errors = 0
vias = 2588
drt_first_pass_iters = 20
final_antenna_net_count = 0
drtIter0Drc = 107

[global_routing]
gr-usage-all-layers_pct = 21.11
gr-total-overflow = 0
grt_pass1_wl_um = 11720
grt_max_degree = 42
antenna_found_initial = 0
grt_pass1_vias = 2468

[die]
core_sq_um = 6459
fp_util_pct = 52.73
die_x_um = 84.53
die_y_um = 84.53
dieArea_sq_um = 7145
rows = 29
io_pins = 44

[status]
status = complete, no violations

[min_path]
hp-class = register to register

[Yosys cell counts, drive strengths merged (6+ instances only)]
cell    instances  share of area [%]
a21o            6                1.3
a21oi           9                1.3
a22oi          10                2.2
a31oi           6                1.1
buf            18                3.7
dfrtp          27                 20
dfstp          40                 31
ha              7                2.6
inv            14                1.5
mux2            6                2.1
nand2          36                4.2
nand2b          9                1.7
nand4           7                1.3
nor2           47                5.4
o21ai           9                1.3
o22ai          20                3.7
[state kept, by name, summed over array words and instances, names as in the netlist]
name           cells
o_nack_addr        1
scl_sr             4
wr_cycle           1
o_nack_data        1
o_scl              1
r_rd               1
sda_txqueue       27
read_sr            1
sda_db             1
o_rdata            1
o_nack_slave       1
o_busy             1
RETURN_STATE       3
sda_sr             4
o_sda              1
scl_db             1
STATE              3
timer              8
o_rdata_valid      1
bit_counter        5
[power breakdown]
group	switching (mW)	leakage (nW)	internal, mW
combinational	0.476	0.836	0.446
sequential	0.209	0.757	1.02
clock	0.233	0.101	0.314
total	0.919	1.69	1.78
[cells by family (layout without fill, tap and decap cells)]
group / count (synthesis) / after routing
simple gates: 129 / 129
other cells: 1 / 7
compound gates: 87 / 87
mux: 10 / 10
flops: 67 / 67
fa+ha+maj: 7 / 7
buf+inv: 37 / 69
xor+xnor: 3 / 3
[path summary, 6_finish.rpt]
check,start,endpoint,slack (ps),cells past startpoint
max,STATE[2],timer[1],1640,4
min,sda_sr[1],sda_sr[2],370,0
max reg2reg,STATE[2],timer[1],1640,4
min reg2reg,sda_sr[1],sda_sr[2],370,0
max in group asynchronous,i_rstn,sda_db,2680,2
min in group asynchronous,i_rstn,r_rd,490,1
[stage by stage]
stage	utilization, %	instance area (sq um)	cells
2_1_floorplan	-	3428	347
3_3_place_gp	58.16	3756	440
3_5_place_dp	58.16	3756	440
4_1_cts	61.22	3954	456
5_1_grt	61.22	3954	456
6_report	61.22	3954	456
[critical path, cell delays in order, from the launching register on]
cell and delay [ps]:
dfrtp_1 790, nand2_1 320, o31ai_2 580, or2_1 340
mux2_4 320
[area by class of cell]
cell class | instances | area (sq um) | area share, %
inverter | 14 | 52.55 | 1.329
clock inverter | 2 | 35.03 | 0.8861
sequential | 67 | 1727 | 43.67
timing repair buffer | 39 | 377.9 | 9.557
clock buffer | 14 | 162.7 | 4.114
multi-input combinational | 243 | 1503 | 38.01
tap | 77 | 96.34 | 2.437
[metal layers]
metal / GRT usage [%] / vias up / wire length (um)
met4: 4.006 / 0 / 105
met5: 0 / - / 0
li1: - / 1284 / -
met2: 30.67 / 42 / 3012
met3: 2.988 / 10 / 220
met1: 36.29 / 1252 / 3432
No activity file was given, so power comes from the tool's default toggle rates.
